**flow/design.v**
```verilog
module Descrambler(input wire clk, input wire reset, input wire turnOff, input wire PIPEDataValid, input wire [1:0]PIPESyncHeader, input wire [5:0]PIPEWIDTH,
					input wire [23:0]seedValue, input wire [31:0]PIPEData, input wire [3:0]PIPEDataK, output wire descramblerDataValid,
					output wire [1:0]descramblerSyncHeader, output wire [31:0]descramblerData, output wire [3:0]descramblerDataK);
	wire patternReset;
	wire [3:0]advance;
	wire [1:0]lfsrSel;
	wire [31:0]lfsrOut_8, lfsrOut_16, lfsrOut_32;
	reg [7:0] reg1, reg2, reg3, reg4;
	reg [31:0]data, lfsrOut;
	LFSR_8 lfsr_8(.scrambler_reset(patternReset), .reset_n(reset), .pclk(clk), .data_out(lfsrOut_8));
	LFSR_16 lfsr_16(.scrambler_reset(patternReset), .reset_n(reset), .pclk(clk), .data_out(lfsrOut_16));
	LFSR_32 lfsr_32(.scrambler_reset(patternReset), .reset_n(reset), .pclk(clk), .data_out(lfsrOut_32));
	Master master(.turnOff(turnOff), .syncHeader(PIPESyncHeader), .PIPEWIDTH(PIPEWIDTH), .masterData(PIPEData), .patternReset(patternReset), 
					.LFSRSel(lfsrSel), .advance(advance));
	always@*
		if(lfsrSel == 0)
			lfsrOut = lfsrOut_8;
		else if(lfsrSel == 1)
			lfsrOut = lfsrOut_16;
		else 
			lfsrOut = lfsrOut_32;
	always@(posedge clk or negedge reset)
		if(!reset)
			begin
			reg1 <= 0;
			reg2 <= 0;
			reg3 <= 0;
			reg4 <= 0;
			end
		else 
			begin
			if(advance[0] == 1)
				reg1 <= lfsrOut[7:0];
			if(advance[1] == 1)
				reg2 <= lfsrOut[15:8];
			if(advance[2] == 1)
				reg3 <= lfsrOut[23:16];
			if(advance[3] == 1)
				reg4 <= lfsrOut[31:24];
			end
	always@*
		begin
			if(PIPEDataK[0] == 0)
				data[7:0] = reg1 ^ PIPEData[7:0];
			else
				data[7:0] = PIPEData[7:0];
			if(PIPEDataK[1] == 0)
				data[15:8] = reg2 ^ PIPEData[15:8];
			else 
				data[15:8] = PIPEData[15:8];
			if(PIPEDataK[2] == 0)
				data[23:16] = reg3 ^ PIPEData[23:16];
			else 
				data[23:16] = PIPEData[23:16];
			if(PIPEDataK[3] == 0)
				data[31:24] = reg4 ^ PIPEData[31:24];
			else 
				data[31:24] = PIPEData[31:24];
		end
	assign descramblerData =  (turnOff == 1)? PIPEData :  data;
	assign descramblerDataK = PIPEDataK;	
	assign descramblerDataValid = PIPEDataValid;
	assign descramblerSyncHeader = PIPESyncHeader;
endmodule
module LFSR_16(scrambler_reset, reset_n, pclk, data_out);
  input scrambler_reset, reset_n, pclk;
  output wire [15:0] data_out;
  reg [15:0] lfsr_q, lfsr_c;
  reg [15:0] data_c;
  always @(*) begin
	if(scrambler_reset)
      lfsr_q <= 16'hFFFF;
    lfsr_c[0] = lfsr_q[ 0] ^ lfsr_q[11] ^ lfsr_q[12] ^ lfsr_q[13];
    lfsr_c[1] = lfsr_q[ 1] ^ lfsr_q[12] ^ lfsr_q[13] ^ lfsr_q[14];
    lfsr_c[2] = lfsr_q[ 2] ^ lfsr_q[13] ^ lfsr_q[14] ^ lfsr_q[15];
    lfsr_c[3] = lfsr_q[ 0] ^ lfsr_q[ 3] ^ lfsr_q[11] ^ lfsr_q[12] ^ lfsr_q[13] ^ lfsr_q[14] ^ lfsr_q[15];
    lfsr_c[4] = lfsr_q[ 0] ^ lfsr_q[ 1] ^ lfsr_q[ 4] ^ lfsr_q[11] ^ lfsr_q[14] ^ lfsr_q[15];
    lfsr_c[5] = lfsr_q[ 0] ^ lfsr_q[ 1] ^ lfsr_q[ 2] ^ lfsr_q[ 5] ^ lfsr_q[11] ^ lfsr_q[13] ^ lfsr_q[15];
    lfsr_c[6] = lfsr_q[ 1] ^ lfsr_q[ 2] ^ lfsr_q[ 3] ^ lfsr_q[ 6] ^ lfsr_q[12] ^ lfsr_q[14];
    lfsr_c[7] = lfsr_q[ 2] ^ lfsr_q[ 3] ^ lfsr_q[ 4] ^ lfsr_q[ 7] ^ lfsr_q[13] ^ lfsr_q[15];
    lfsr_c[8] = lfsr_q[ 3] ^ lfsr_q[ 4] ^ lfsr_q[ 5] ^ lfsr_q[ 8] ^ lfsr_q[14];
    lfsr_c[9] = lfsr_q[ 4] ^ lfsr_q[ 5] ^ lfsr_q[ 6] ^ lfsr_q[ 9] ^ lfsr_q[15];
    lfsr_c[10] = lfsr_q[5] ^ lfsr_q[ 6] ^ lfsr_q[ 7] ^ lfsr_q[10];
    lfsr_c[11] = lfsr_q[6] ^ lfsr_q[ 7] ^ lfsr_q[ 8] ^ lfsr_q[11];
    lfsr_c[12] = lfsr_q[7] ^ lfsr_q[ 8] ^ lfsr_q[ 9] ^ lfsr_q[12];
    lfsr_c[13] = lfsr_q[8] ^ lfsr_q[ 9] ^ lfsr_q[10] ^ lfsr_q[13];
    lfsr_c[14] = lfsr_q[9] ^ lfsr_q[10] ^ lfsr_q[11] ^ lfsr_q[14];
    lfsr_c[15] = lfsr_q[10] ^ lfsr_q[11] ^ lfsr_q[12] ^ lfsr_q[15];
    data_c[0] = lfsr_q[15];
    data_c[1] = lfsr_q[14];
    data_c[2] = lfsr_q[13];
    data_c[3] = lfsr_q[12];
    data_c[4] = lfsr_q[11];
    data_c[5] = lfsr_q[10];
    data_c[6] = lfsr_q[9];
    data_c[7] = lfsr_q[8];
    data_c[8] = lfsr_q[7];
    data_c[9] = lfsr_q[6];
    data_c[10] = lfsr_q[5];
    data_c[11] = lfsr_q[4] ^ lfsr_q[15];
    data_c[12] = lfsr_q[3] ^ lfsr_q[14] ^ lfsr_q[15];
    data_c[13] = lfsr_q[2] ^ lfsr_q[13] ^ lfsr_q[14] ^ lfsr_q[15];
    data_c[14] = lfsr_q[1] ^ lfsr_q[12] ^ lfsr_q[13] ^ lfsr_q[14];
    data_c[15] = lfsr_q[0] ^ lfsr_q[11] ^ lfsr_q[12] ^ lfsr_q[13];
  end
  always @(posedge pclk or negedge reset_n)
    if(~reset_n) 
      lfsr_q <= 16'hFFFF;
    else
      lfsr_q <= lfsr_c ;
	assign data_out = data_c;
endmodule
module LFSR_32(scrambler_reset, reset_n, pclk, data_out);
  input scrambler_reset, reset_n, pclk;
  output wire [31:0] data_out;
  reg [15:0] lfsr_q, lfsr_c;
  reg [31:0] data_c;
  always @(*) begin
	if(scrambler_reset)
		lfsr_q = 16'hFFFF;
    lfsr_c[0]  = lfsr_q[0] ^ lfsr_q[6] ^ lfsr_q[ 8] ^ lfsr_q[10];
    lfsr_c[1]  = lfsr_q[1] ^ lfsr_q[7] ^ lfsr_q[ 9] ^ lfsr_q[11];
    lfsr_c[2]  = lfsr_q[2] ^ lfsr_q[8] ^ lfsr_q[10] ^ lfsr_q[12];
    lfsr_c[3]  = lfsr_q[3] ^ lfsr_q[6] ^ lfsr_q[ 8] ^ lfsr_q[ 9] ^ lfsr_q[10] ^ lfsr_q[11] ^ lfsr_q[13];
    lfsr_c[4]  = lfsr_q[4] ^ lfsr_q[6] ^ lfsr_q[ 7] ^ lfsr_q[ 8] ^ lfsr_q[ 9] ^ lfsr_q[11] ^ lfsr_q[12] ^ lfsr_q[14];
    lfsr_c[5]  = lfsr_q[5] ^ lfsr_q[6] ^ lfsr_q[ 7] ^ lfsr_q[ 9] ^ lfsr_q[12] ^ lfsr_q[13] ^ lfsr_q[15];
    lfsr_c[6]  = lfsr_q[0] ^ lfsr_q[6] ^ lfsr_q[ 7] ^ lfsr_q[ 8] ^ lfsr_q[10] ^ lfsr_q[13] ^ lfsr_q[14];
    lfsr_c[7]  = lfsr_q[1] ^ lfsr_q[7] ^ lfsr_q[ 8] ^ lfsr_q[ 9] ^ lfsr_q[11] ^ lfsr_q[14] ^ lfsr_q[15];
    lfsr_c[8]  = lfsr_q[0] ^ lfsr_q[2] ^ lfsr_q[ 8] ^ lfsr_q[ 9] ^ lfsr_q[10] ^ lfsr_q[12] ^ lfsr_q[15];
    lfsr_c[9]  = lfsr_q[1] ^ lfsr_q[3] ^ lfsr_q[ 9] ^ lfsr_q[10] ^ lfsr_q[11] ^ lfsr_q[13];
    lfsr_c[10] = lfsr_q[0] ^ lfsr_q[2] ^ lfsr_q[ 4] ^ lfsr_q[10] ^ lfsr_q[11] ^ lfsr_q[12] ^ lfsr_q[14];
    lfsr_c[11] = lfsr_q[1] ^ lfsr_q[3] ^ lfsr_q[ 5] ^ lfsr_q[11] ^ lfsr_q[12] ^ lfsr_q[13] ^ lfsr_q[15];
    lfsr_c[12] = lfsr_q[2] ^ lfsr_q[4] ^ lfsr_q[ 6] ^ lfsr_q[12] ^ lfsr_q[13] ^ lfsr_q[14];
    lfsr_c[13] = lfsr_q[3] ^ lfsr_q[5] ^ lfsr_q[ 7] ^ lfsr_q[13] ^ lfsr_q[14] ^ lfsr_q[15];
    lfsr_c[14] = lfsr_q[4] ^ lfsr_q[6] ^ lfsr_q[ 8] ^ lfsr_q[14] ^ lfsr_q[15];
    lfsr_c[15] = lfsr_q[5] ^ lfsr_q[7] ^ lfsr_q[ 9] ^ lfsr_q[15];
    data_c[0]  = lfsr_q[15];
    data_c[1]  = lfsr_q[14];
    data_c[2]  = lfsr_q[13];
    data_c[3]  = lfsr_q[12];
    data_c[4]  = lfsr_q[11];
    data_c[5]  = lfsr_q[10];
    data_c[6]  = lfsr_q[ 9];
    data_c[7]  = lfsr_q[ 8];
    data_c[8]  = lfsr_q[ 7];
    data_c[9]  = lfsr_q[ 6];
    data_c[10] = lfsr_q[ 5];
    data_c[11] = lfsr_q[ 4] ^ lfsr_q[15];
    data_c[12] = lfsr_q[ 3] ^ lfsr_q[14] ^ lfsr_q[15];
    data_c[13] = lfsr_q[ 2] ^ lfsr_q[13] ^ lfsr_q[14] ^ lfsr_q[15];
    data_c[14] = lfsr_q[ 1] ^ lfsr_q[12] ^ lfsr_q[13] ^ lfsr_q[14];
    data_c[15] = lfsr_q[ 0] ^ lfsr_q[11] ^ lfsr_q[12] ^ lfsr_q[13];
    data_c[16] = lfsr_q[10] ^ lfsr_q[11] ^ lfsr_q[12] ^ lfsr_q[15];
    data_c[17] = lfsr_q[ 9] ^ lfsr_q[10] ^ lfsr_q[11] ^ lfsr_q[14];
    data_c[18] = lfsr_q[ 8] ^ lfsr_q[ 9] ^ lfsr_q[10] ^ lfsr_q[13];
    data_c[19] = lfsr_q[ 7] ^ lfsr_q[ 8] ^ lfsr_q[ 9] ^ lfsr_q[12];
    data_c[20] = lfsr_q[ 6] ^ lfsr_q[ 7] ^ lfsr_q[ 8] ^ lfsr_q[11];
    data_c[21] = lfsr_q[ 5] ^ lfsr_q[ 6] ^ lfsr_q[ 7] ^ lfsr_q[10];
    data_c[22] = lfsr_q[ 4] ^ lfsr_q[ 5] ^ lfsr_q[ 6] ^ lfsr_q[ 9] ^ lfsr_q[15];
    data_c[23] = lfsr_q[ 3] ^ lfsr_q[ 4] ^ lfsr_q[ 5] ^ lfsr_q[ 8] ^ lfsr_q[14];
    data_c[24] = lfsr_q[ 2] ^ lfsr_q[ 3] ^ lfsr_q[ 4] ^ lfsr_q[ 7] ^ lfsr_q[13] ^ lfsr_q[15];
    data_c[25] = lfsr_q[ 1] ^ lfsr_q[ 2] ^ lfsr_q[ 3] ^ lfsr_q[ 6] ^ lfsr_q[12] ^ lfsr_q[14];
    data_c[26] = lfsr_q[ 0] ^ lfsr_q[ 1] ^ lfsr_q[ 2] ^ lfsr_q[ 5] ^ lfsr_q[11] ^ lfsr_q[13] ^ lfsr_q[15];
    data_c[27] = lfsr_q[ 0] ^ lfsr_q[ 1] ^ lfsr_q[ 4] ^ lfsr_q[10] ^ lfsr_q[12] ^ lfsr_q[14];
    data_c[28] = lfsr_q[ 0] ^ lfsr_q[ 3] ^ lfsr_q[ 9] ^ lfsr_q[11] ^ lfsr_q[13];
    data_c[29] = lfsr_q[ 2] ^ lfsr_q[ 8] ^ lfsr_q[10] ^ lfsr_q[12];
    data_c[30] = lfsr_q[ 1] ^ lfsr_q[ 7] ^ lfsr_q[ 9] ^ lfsr_q[11];
    data_c[31] = lfsr_q[ 0] ^ lfsr_q[ 6] ^ lfsr_q[ 8] ^ lfsr_q[10];
  end
  always @(posedge pclk or negedge reset_n) 
	begin
		if(!reset_n)
			lfsr_q <= 16'hFFFF;
		else
			lfsr_q <= lfsr_c ;
	end
  assign data_out = data_c;
endmodule
module LFSR_8(scrambler_reset, reset_n, pclk, data_out);
  input scrambler_reset, reset_n, pclk;
  output wire [7:0] data_out;
  reg [15:0] lfsr_q, lfsr_c;
  reg [7:0] data_c;
  always @(*) begin
	if(scrambler_reset)
      lfsr_q <= 16'hFFFF;
    lfsr_c[0] = lfsr_q[ 8];
    lfsr_c[1] = lfsr_q[ 9];
    lfsr_c[2] = lfsr_q[10];
    lfsr_c[3] = lfsr_q[ 8] ^ lfsr_q[11];
    lfsr_c[4] = lfsr_q[ 8] ^ lfsr_q[ 9] ^ lfsr_q[12];
    lfsr_c[5] = lfsr_q[ 8] ^ lfsr_q[ 9] ^ lfsr_q[10] ^ lfsr_q[13];
    lfsr_c[6] = lfsr_q[ 9] ^ lfsr_q[10] ^ lfsr_q[11] ^ lfsr_q[14];
    lfsr_c[7] = lfsr_q[10] ^ lfsr_q[11] ^ lfsr_q[12] ^ lfsr_q[15];
    lfsr_c[8] = lfsr_q[ 0] ^ lfsr_q[11] ^ lfsr_q[12] ^ lfsr_q[13];
    lfsr_c[9] = lfsr_q[ 1] ^ lfsr_q[12] ^ lfsr_q[13] ^ lfsr_q[14];
    lfsr_c[10] = lfsr_q[2] ^ lfsr_q[13] ^ lfsr_q[14] ^ lfsr_q[15];
    lfsr_c[11] = lfsr_q[3] ^ lfsr_q[14] ^ lfsr_q[15];
    lfsr_c[12] = lfsr_q[4] ^ lfsr_q[15];
    lfsr_c[13] = lfsr_q[5];
    lfsr_c[14] = lfsr_q[6];
    lfsr_c[15] = lfsr_q[7];
    data_c[0] = lfsr_q[15];
    data_c[1] = lfsr_q[14];
    data_c[2] = lfsr_q[13];
    data_c[3] = lfsr_q[12];
    data_c[4] = lfsr_q[11];
    data_c[5] = lfsr_q[10];
    data_c[6] = lfsr_q[9];
    data_c[7] = lfsr_q[8];
  end
  always @(posedge pclk or negedge reset_n)
    if(~reset_n) 
      lfsr_q <= 16'hFFFF; 
    else
      lfsr_q <= lfsr_c ;
	assign data_out = data_c;
endmodule
module Master(input wire turnOff, input wire [1:0]syncHeader, input wire [5:0]PIPEWIDTH, input wire [31:0]masterData,
		output wire patternReset, output wire [1:0]LFSRSel, output wire [3:0]advance);
	localparam SKP = 28;
	localparam COM = 188;
	reg ptrnReset;
	reg [3:0]write;
	always@*
		if(turnOff)	 
			begin
			ptrnReset = 1;
			write = 4'hF;
			end
		else
			begin	
			write = 4'hF;
			ptrnReset = 0;
			if(masterData[7:0] == COM || masterData[15:8] == COM || masterData[23:16] == COM || masterData[31:24] == COM)
				ptrnReset = 1;
			if(masterData[7:0] == SKP)
				write[0] = 0; 
			if(masterData[15:8] == SKP)
				write[1] = 0;
			if(masterData[23:16] == SKP)
				write[2] = 0;
			if(masterData[31:24] == SKP)
				write[3] = 0;
			end
	assign LFSRSel = (PIPEWIDTH == 8)?	0 : 
					 (PIPEWIDTH == 16)?	1 : 2;
	assign advance = write;
	assign patternReset = ptrnReset;
endmodule
```
**flow/run.sh**
```bash
#!/bin/bash
# OpenROAD 26Q1-2900-gdf79404cd8, Yosys 0.63+post, stock flow scripts
make -C /OpenROAD-flow-scripts/flow DESIGN_CONFIG=/design/flow/config.mk WORK_HOME=/design/flow/orfs finish
```
**flow/config.mk**
```make
export PLATFORM = sky130hd
export DESIGN_NAME = Descrambler
export DESIGN_NICKNAME = Descrambler
export VERILOG_FILES = /design/flow/design.v
export SDC_FILE = /design/flow/constraint.sdc
export NUM_CORES = 4
export LEC_CHECK = 1
export CORE_UTILIZATION = 40
```
**flow/constraint.sdc**
```tcl
current_design Descrambler

set clk_period 2.4
set clk_io_pct 0.2

create_clock -name clk0 -period $clk_period [get_ports {clk}]

set non_clock_inputs [all_inputs -no_clocks]
set_input_delay [expr $clk_period * $clk_io_pct] -clock clk0 $non_clock_inputs
set_output_delay [expr $clk_period * $clk_io_pct] -clock clk0 [all_outputs]
```
==> job_summary.md <==
## Implementation flow summary

| Metric | Value |
|---|---|
| Post-synth EDFFs | 0 |
| Seq cells post-synth | 64 |
| Synth Area in Simple Gates | 19.0% |
| Yosys chip area | 0.00374 sq mm |
| Yosys warns | 7 |
| Err | ERROR: Found 16 problems in 'check -assert'. |
| Unique cell types | 43 |
| Top non-seq family | XOR/XNOR gates |
| Main flop type | dfrtp_1 |
| Xor+xnor area frac | 29.7% |
| Compound-Gate Fraction of Synth Area | 6.46% |
| Async set-reset flop share out of synthesis | 75.0% |
| Yosys adder share | 0% |
| Synth mux share | 0% |
| Status | did not finish |
| # Cells Yosys | 394 |
| Last stage reached | 1_2_yosys |
-- synth_stat cells (2+ instances only) --
library cell  count  area share, %
nor3_1            4           0.54
dfstp_2          16             11
xnor2_1          96             22
dfrtp_1          32             21
nor2_4            2           0.60
buf_2            13            1.7
buf_4            12            2.4
xnor2_2           2           0.87
nor2b_1           3           0.50
clkbuf_1          3           0.30
a21oi_1          10            1.3
and3_1            3           0.50
nand4_1           3           0.50
o21ai_0           4           0.54
o31ai_1          12            2.4
nand2_1          63            6.3
xor2_2            2           0.87
nand2b_1         16            2.7
and4bb_2          3            1.0
a22o_1            2           0.47
buf_1             2           0.20
xor2_1           20            4.7
a221o_1           4            1.1
dlxtp_1          16            6.4
nor2_1           31            3.1
buf_6             3           0.90
-- cell families after synthesis --
kind of cell,Yosys count
AND/OR/NAND/NOR,139
XOR/XNOR,121
flip-flops,48
AND-OR/OR-AND,35
buffers and inverters,35
latches,16
