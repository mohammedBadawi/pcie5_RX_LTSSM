==> design/flow/design.v <==
module PIPE_Rx_Data #(parameter GEN1_PIPEWIDTH = 8, parameter GEN2_PIPEWIDTH = 16, parameter GEN3_PIPEWIDTH = 32, parameter GEN4_PIPEWIDTH = 8,
					 parameter GEN5_PIPEWIDTH = 8)(input wire reset, input wire clk, input wire [2:0]GEN, input wire PhyStatus, input wire RxValid,
												input wire RxStartBlock, input wire [2:0]RxStatus, input wire [1:0]RxSyncHeader, input wire RxElectricalIdle,
												input wire [31:0]RxData, input wire [3:0]RxDataK, output wire [1:0]PIPESyncHeader, output [5:0]PIPEWIDTH,
												output wire PIPEElectricalIdle, output wire PIPEDataValid, output wire [31:0]PIPEData, output wire [3:0]PIPEDataK);
	reg  dataValid, dataValid_next, pipeWidth;
	reg [1:0]syncHeader, syncHeader_next;
	reg [31:0] data, data_next;
	reg [3:0]dataK, dataK_next;
	always@(posedge clk or negedge reset)
	if(!reset)
	begin
		data <= 0;
		dataK <= 0;
		dataValid <= 0;
		syncHeader <= 0;
	end
	else 
	begin
		data <= data_next;
		dataK <= dataK_next;
		dataValid <= dataValid_next;
		syncHeader <= syncHeader_next;
	end
	always@*
		begin
		if(RxStatus == 0)
			dataValid_next = RxValid;
		else 
			dataValid_next = 0;
		if(RxStartBlock == 1)
			syncHeader_next = RxSyncHeader;
		else 
			syncHeader_next = 0;
		if(GEN == 1)
			begin
			data_next = RxData[GEN1_PIPEWIDTH-1:0];
			dataK_next = RxDataK[(GEN1_PIPEWIDTH/8)-1:0];
			pipeWidth = GEN1_PIPEWIDTH;
			end
		else if(GEN == 2)
			begin
			data_next = RxData[GEN2_PIPEWIDTH-1:0];
			dataK_next = RxDataK[(GEN2_PIPEWIDTH/8)-1:0];
			pipeWidth = GEN2_PIPEWIDTH;
			end
		else if(GEN == 3)
			begin
			data_next = RxData[GEN3_PIPEWIDTH-1:0];
			dataK_next = RxDataK[(GEN3_PIPEWIDTH/8)-1:0];
			pipeWidth = GEN3_PIPEWIDTH;
			end
		else if(GEN == 4)
			begin
			data_next = RxData[GEN4_PIPEWIDTH-1:0];
			dataK_next = RxDataK[(GEN4_PIPEWIDTH/8)-1:0];
			pipeWidth = GEN4_PIPEWIDTH;
			end
		else if(GEN == 5)
			begin
			data_next = RxData[GEN5_PIPEWIDTH-1:0];
			dataK_next = RxDataK[(GEN5_PIPEWIDTH/8)-1:0];
			pipeWidth = GEN5_PIPEWIDTH;
			end
		else 
			begin
			data_next = 0;
			dataK_next = 0;
			pipeWidth = 0;
			end
		end
	assign PIPEData = data;
	assign PIPEDataK = dataK;
	assign PIPEWIDTH = pipeWidth;
	assign PIPEDataValid = dataValid;
	assign PIPESyncHeader = syncHeader;
	assign PIPEElectricalIdle = RxElectricalIdle;
endmodule
==> design/flow/run.sh <==
#!/bin/bash
# OpenROAD 26Q1-2900-gdf79404cd8, Yosys 0.63+post, stock flow scripts
make -C /OpenROAD-flow-scripts/flow DESIGN_CONFIG=/design/flow/config.mk WORK_HOME=/design/flow/orfs finish
==> design/flow/config.mk <==
export PLATFORM = sky130hd
export DESIGN_NAME = PIPE_Rx_Data
export DESIGN_NICKNAME = PIPE_Rx_Data
export VERILOG_FILES = /design/flow/design.v
export SDC_FILE = /design/flow/constraint.sdc
export NUM_CORES = 4
export LEC_CHECK = 1
export CORE_AREA = 10 10 108 108
export DIE_AREA = 0 0 118 118
==> design/flow/constraint.sdc <==
current_design PIPE_Rx_Data

set clk_period 1.0
set clk_io_pct 0.2

create_clock -name clk0 -period $clk_period [get_ports {clk}]

set non_clock_inputs [all_inputs -no_clocks]
set_input_delay [expr $clk_period * $clk_io_pct] -clock clk0 $non_clock_inputs
set_output_delay [expr $clk_period * $clk_io_pct] -clock clk0 [all_outputs]
==> run_results.csv <==
group,metric,value,unit
cells_and_area,area.growth.synth_to_final,69.6,%
clocking,tritoncts,"yes",
detailed_routing,dr_wl_cell,13.7,µm
final_timing,hold_violations,39,
critical_path,critPathBufInv,1,
power,power_leakage,1.14,nW
yosys,synthTopCellsByArea,"sky130_fd_sc_hd__dfrtp_1 74%, sky130_fd_sc_hd__and2_1 14%, sky130_fd_sc_hd__and3_1 4.2%, sky130_fd_sc_hd__buf_4 4.0%, sky130_fd_sc_hd__buf_6 0.85%",
critical_path,worst_setup_path_start_kind,"register",
final_timing,report.final.slew_viol_count,0,
yosys,synth_chip_area,1330,µm²
clocking,cts.reportedPaths.clkPinSlew,0.08,ns
detailed_routing,drt_iter0_markers,21,
cells_and_area,num-fill-cells,1034,
critical_path,crit_path_end_kind,"primary output",
cells_and_area,final_layout_size_suffix_gt1_share,28.1,%
placement,dpl-instance-area,2330,µm²
power,vdd.ir_drop.worst,0.554,mV
floorplan,fp.dieArea,13900,µm²
critical_path,cell_with_the_largest_stage_delay_on_the_worst_path,"sky130_fd_sc_hd__dfrtp_1",
final_timing,setup_repair_after_global_routing_missed_its_margin,"yes",
status,run_status,"finished with violations",
job,drv.max_cap_violation_count,0,
detailed_routing,firstDrtPassIters,2,
final_timing,post-route-min-period,0.965,ns
clocking,clock_sinks,39,
critical_path,critPathLaunch,"dataK[2]$_DFF_PN0_",
yosys,synth_top_cell_by_area,"sky130_fd_sc_hd__dfrtp_1",
final_timing,finalCritPeriodShare,96.5,%
global_routing,grt_first_pass_wirelength,6.64,mm
clocking,cts_htree_levels,2,
cells_and_area,final_design_area_no_fill,2250,µm²
detailed_routing,dr_total_vias,981,
critical_path,worst_setup_path_endpoint,"PIPEDataK[2]",
critical_path,critical_path.max_fanout,1,
floorplan,ios,96,
yosys,yosys.cell_types.count,12,
critical_path,worst-path-stages,1,
critical_path,cp.arrival,0.77,ns
detailed_routing,wl,4.31,mm
critical_path,timing.critical_path.cells,"buf_2",
yosys,yosys_warnings,1,
final_timing,fmax,1.04,GHz
final_timing,whs,-0.130,ns
yosys,synth.yosys.seq_area_share,73.7,%
critical_path,criticalPathCategory,"reg2out",
clocking,max-clock-path-buffers,2,
placement,finalWeightedCongestion,0.678,
yosys,ys_cells,93,
clocking,clockRootBuffer,"sky130_fd_sc_hd__clkbuf_8",
critical_path,critical_path_required,0.80,ns
final_timing,timing.final.setup_violations,0,
detailed_routing,route.antenna.remaining_nets,0,
floorplan,placementRows,35,
critical_path,worst_path_largest_cell_delay,0.36,ns
power,power_density,1410,nW/µm²
global_routing,grt_antenna_before_repair,0,
placement,io_buffer_count,86,
global_routing,number_of_global_route_vias_before_repair,1063,
floorplan,initial_utilization,14.3,%
yosys,synthesis.instances,93,
clocking,cts-buffers-inserted,5,
floorplan,chipWidth,118,µm
detailed_routing,post-route-drc-count,0,
job,number_of_warnings_in_the_stage_logs,29,
critical_path,largest_delay_contributor_family_on_the_critical_path,"flip-flops",
min_path,worst_hold_class,"in2async",
global_routing,maximum_number_of_pins_on_one_net_before_global_route_repair,40,
floorplan,design.core.area,9280,µm²
global_routing,groute.usage.overall,6.10,%
placement,detailed_place_hpwl,3.42,mm
yosys,postSynthAreaPerCell,14.2,µm²
yosys,syn_area,1330,µm²
global_routing,globalRouteOverflowTotal,0,
yosys,synth-seq-cells,39,
status,violations,"negative hold slack",
detailed_routing,route.detailed.vias_per_inst,3.12,
detailed_routing,diodes,0,
yosys,post-synth-top-area-fraction,73.7,%
floorplan,chipHeight,118,µm
flip-flops by register name (all words and copies together), names as in the netlist:
signal	count
dataK	4
dataValid	1
data	32
syncHeader	2
report_power, final:
part | leakage (nW) | switching, mW | internal [mW]
clock | 0.0515 | 0.535 | 0.630
sequential | 0.520 | 0.0122 | 1.64
combinational | 0.570 | 0.110 | 0.244
total | 1.14 | 0.657 | 2.51
timing repair:
| item | 4_1_cts | 5_1_grt |
|---|---|---|
| cloned | 1 | 0 |
| pin swaps | 1 | 0 |
| endpoints found under the setup margin | 75 | 18 |
| buffers inserted | 0 | 0 |
| hold endpoints to repair | 39 | 39 |
| resized | 128 | 1 |
routing by layer:
layer | GRT usage (%) | share of wire [%] | vias to the layer above
met5 | 0 | 0 | -
met4 | 0.464 | 0.67 | 0
met3 | 2.77 | 8.3 | 3
met2 | 9.48 | 46 | 57
met1 | 7.98 | 44 | 462
li1 | - | - | 459
cell usage after synthesis:
| master | instances |
|---|---|
| sky130_fd_sc_hd__nand2_1 | 1 |
| sky130_fd_sc_hd__nor4b_1 | 1 |
| sky130_fd_sc_hd__and3b_1 | 1 |
| sky130_fd_sc_hd__nor2b_1 | 1 |
| sky130_fd_sc_hd__dfrtp_1 | 39 |
| sky130_fd_sc_hd__and2_1 | 29 |
| sky130_fd_sc_hd__buf_6 | 1 |
| sky130_fd_sc_hd__conb_1 | 1 |
| sky130_fd_sc_hd__or3_1 | 1 |
| sky130_fd_sc_hd__buf_4 | 7 |
| sky130_fd_sc_hd__and3_1 | 9 |
| sky130_fd_sc_hd__buf_2 | 2 |
worst min path at each step:
stage         start                 endpoint  cells past startpoint
global route  reset  syncHeader[0]$_DFF_PN0_                      2
CTS           reset       data[29]$_DFF_PN0_                      2
finish        reset  syncHeader[0]$_DFF_PN0_                      2
through the flow:
stage	power [mW]	worst slack, ns	utilization (%)	TNS (ns)	cells
floorplan	1.75	0.0389	-	0	98
global placement	2.11	-0.479	25.1	-14.26	305
detailed placement	2.11	-0.492	25.1	-14.82	305
CTS	3.25	0.00357	24.2	0	314
global route	3.34	-0.0201	24.2	-0.118	314
finish	3.17	0.0348	24.2	0	314
cell usage in the layout (no fill, tap or decap):
| cell type | count |
|---|---|
| sky130_fd_sc_hd__and2_1 | 29 |
| sky130_fd_sc_hd__and3_1 | 9 |
| sky130_fd_sc_hd__and3b_1 | 1 |
| sky130_fd_sc_hd__buf_12 | 2 |
| sky130_fd_sc_hd__buf_2 | 40 |
| sky130_fd_sc_hd__clkbuf_1 | 1 |
| sky130_fd_sc_hd__clkbuf_8 | 7 |
| sky130_fd_sc_hd__clkdlybuf4s50_1 | 43 |
| sky130_fd_sc_hd__conb_1 | 6 |
| sky130_fd_sc_hd__dfrtp_1 | 39 |
| sky130_fd_sc_hd__dlygate4sd2_1 | 3 |
| sky130_fd_sc_hd__nand2_1 | 1 |
| sky130_fd_sc_hd__nor2b_2 | 1 |
| sky130_fd_sc_hd__nor4b_1 | 1 |
| sky130_fd_sc_hd__or3_4 | 2 |
kinds of logic after synthesis:
group	Yosys count	synth area share (%)
buffers and inverters	10	5.57
flip-flops	39	73.7
AND/OR/NAND/NOR	43	20.5
other	1	0.283
area by class of cell:
| class | instances | area (µm²) | area share [%] |
|---|---|---|---|
| clock buffer | 8 | 100 | 4.45 |
| timing repair buffer | 88 | 697 | 31.0 |
| tap | 129 | 161 | 7.18 |
| multi-input combinational | 50 | 313 | 13.9 |
| sequential | 39 | 976 | 43.4 |
Power and IR drop assume default switching activity.
